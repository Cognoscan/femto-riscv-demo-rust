==> ./design.v <==
module RiscvUAT #(
    int CLK_FREQ = 50_000_000,
    int BAUD = 57600
)
(
    input logic clk,
    input logic rstn,
    input logic [7:0] dIn,
    input logic dInValid,
    output logic dInReady,
    output logic tx
);
localparam COUNT = CLK_FREQ/BAUD;
localparam CNT_W = $clog2(COUNT)+1;
logic [CNT_W-1:0] clkDiv = '1;
logic [8:0] shift = '0;
initial begin
    tx = 1'b1;
    dInReady = 1'b0;
end
always @(posedge clk) begin
    if (|shift) begin
        dInReady <= 1'b0;
        if (clkDiv[CNT_W-1]) begin
            clkDiv <= COUNT;
            {shift, tx} <= {1'b0, shift};
        end
        else begin
            clkDiv <= clkDiv - 1;
        end
    end
    else begin
        if (clkDiv[CNT_W-1] && dInValid && dInReady) begin
            dInReady <= 1'b0;
            clkDiv <= COUNT;
            {shift, tx} <= {1'b1, dIn, 1'b0};
        end
        else if (clkDiv[CNT_W-1]) begin
            dInReady <= 1'b1;
            {shift, tx} <= 1;
        end
        else begin
            dInReady <= 1'b0;
            clkDiv <= clkDiv - 1;
        end
    end
    if (!rstn) begin
        shift <= '0;
        clkDiv <= '1;
    end
end
endmodule
==> ./run.sh <==
#!/bin/bash
# OpenROAD 26Q1-2900-gdf79404cd8, Yosys 0.63+post, stock flow scripts
make -C /OpenROAD-flow-scripts/flow DESIGN_CONFIG=/design/flow/config.mk WORK_HOME=/design/flow/orfs finish
==> ./config.mk <==
export PLATFORM = sky130hd
export DESIGN_NAME = RiscvUAT
export DESIGN_NICKNAME = RiscvUAT
export VERILOG_FILES = /design/flow/design.v
export SDC_FILE = /design/flow/constraint.sdc
export NUM_CORES = 4
export LEC_CHECK = 1
export CORE_AREA = 10 10 105 105
export DIE_AREA = 0 0 115 115
export SYNTH_HDL_FRONTEND = slang
==> ./constraint.sdc <==
current_design RiscvUAT

set clk_period 3.2
set clk_io_pct 0.2

create_clock -name clk0 -period $clk_period [get_ports {clk}]

set non_clock_inputs [all_inputs -no_clocks]
set_input_delay [expr $clk_period * $clk_io_pct] -clock clk0 $non_clock_inputs
set_output_delay [expr $clk_period * $clk_io_pct] -clock clk0 [all_outputs]
==> run_results.csv <==
group,metric,value,unit
outcome,outcome,"finished clean",
flow_run,drv_cap,0,
flow_run,openroad.warnings,25,
sta,slew_headroom,38.0,%
worst_setup_path,crit_end,"clkDiv[5]",
sta,fin_skew,3.39,ps
synth,area_leaders,"dfxtp_1, a21oi_1, o21ai_0",
clocking,ctsRootBufferMaster,"clkbuf_8",
routing,ant_nets,0,
worst_setup_path,r2r_slack,1350,ps
final_layout,n_fill_cell,998,
place,place_hpwl,1.74,mm
synth,synth-main-ff-cell,"dfxtp_1",
worst_setup_path,crit_type,"flip-flop to flip-flop",
synth,avgSynthCellArea,8.28,sq um
worst_setup_path,cp_data_required_time,3320,ps
sta,fmax,540,MHz
clocking,cts_num_sinks,22,
clocking,holdBufCountCts,0,
floorplan,die_x,115,um
routing,routedWlPerCell,9.64,um
routing,num_antenna_cells,0,
worst_setup_path,reg2reg_depth,4,
floorplan,die-area,13200,sq um
final_layout,area_growth,28.0,%
place,pre_cts_ws,1050,ps
sta,period_minus_slack,1850,ps
synth,ys_types,31,
place,placed_area,1260,sq um
worst_setup_path,start_kind,"flip-flop",
clocking,clock_path_buffers,2,
clocking,numCtsBuffers,3,
global_route,met3_usage,1.32,%
synth,ys_cells,123,
global_route,antenna_found_initial,0,
worst_setup_path,worstPathArrival,1980,ps
global_route,busiest_layer,"met1",
min_path,hold_class,"flip-flop to flip-flop",
routing,wirelength,2.33,mm
sta,rsz0062_at_grt,"no",
final_layout,fin_util,14.9,%
worst_setup_path,crit_start,"shift[3]",
synth,synth-edff-count,1,
final_layout,finalInstanceArea,1300,sq um
sta,tns,0,ps
synth,ys_seq_share,44.2,%
place,dp.cells,238,
floorplan,placementRows,34,
floorplan,core,8760,sq um
floorplan,die_h,115,um
floorplan,io-pin-count,13,
synth,async_reset_ff_share,0,%
global_route,gr-total-overflow,0,
routing,first_pass_iters,4,
place,io_buffers,12,
sta,worst_pin_slew,923,ps
clocking,worstSkewPairLatency,260,ps
routing,vias,880,
synth,syn_inst,123,
worst_setup_path,r2r_start,"shift[3]",
final_layout,drive_gt1_share,7.46,%
place,gp_congestion,0.775,
worst_setup_path,crit_fanout,4,
global_route,grt_pass1_wl,4.04,mm
pwr,power_density,737,nW/um^2
clocking,cts_setup_buffers,0,
floorplan,initCoreUtil,11.6,%
synth,synth_top_area_share,41.3,%
routing,drt_iter0_drc,114,
worst_setup_path,r2r-end,"clkDiv[5]",
global_route,grt_usage,3.56,%
synth,ys_warn_count,0,
clocking,htree_levels,1,
pwr,vdd_ir_drop_max,0.185,mV
global_route,grt_max_degree,22,
sta,period_used_share,57.9,%
routing,route.detailed.drc,0,
pwr,p_leak,0.453,nW
global_route,grt_use_met1,5.26,%
final_layout,layoutNonFillerInstCount,242,
routing,viasPerCell,3.64,
sta,slew_viol_final,0,
clocking,cts_resized,0,
synth,netlist_area,1020,sq um
sta,timing.final.hold_violations,0,
sta,fin_ws,1350,ps
global_route,first_global_vias,829,
clocking,cts_tree,"done",
clocking,path_clk_slew,80,ps
sta,finalSetupViolCount,0,
synth,largest_area_cell,"dfxtp_1",
synth,yosys_area,1020,sq um
worst_setup_path,endpoint_kind,"flip-flop",
synth,ys.flops,22,
global_route,met2_usage,5.07,%
[worst min path at each step]
stage,cells after the start,slack (ps),startpoint,end
after global routing,2,520,clkDiv[6],clkDiv[6]
final,2,500,clkDiv[6],clkDiv[6]
after CTS,2,500,clkDiv[6],clkDiv[6]
[layout by cell type (no fill, tap or decap)]
master,count
dfxtp_1,21
a21oi_1,17
nor2_1,12
nand2_1,12
clkdlybuf4s50_1,12
o21ai_0,11
inv_1,6
nand3_1,5
nor3_1,4
mux2i_1,4
o311ai_0,3
clkbuf_8,3
a31oi_1,2
o211ai_1,2
buf_4,2
or2_2,1
or4_4,1
or3_1,1
nor4_4,1
a2111oi_0,1
o21a_1,1
nor4_1,1
nand4_1,1
a21bo_2,1
nor4_2,1
nor3b_1,1
and2_1,1
nand2b_1,1
o21bai_1,1
a221o_1,1
ha_1,1
clkbuf_1,1
edfxtp_1,1
[cell usage after synthesis, types with 2 or more instances]
master    count
mux2i_1       4
o211ai_1      2
a31oi_1       2
nand3_1       5
o311ai_0      3
dfxtp_1      21
a21oi_1      17
o21ai_0      11
nand2_1      12
inv_1         6
nor2_1       12
clkbuf_1      6
nor3_1        4
[critical path, cell delays in order, from the launching register on]
cell	delay, ps
dfxtp_1	330
or4_4	580
a2111oi_0	420
o21a_1	260
o311ai_0	140
[flip-flops by register name, summed over array words and instances (netlist names)]
register and count:
clkDiv 11, tx 1, dInReady 1, shift 9
[layer usage]
metal | share of wire, % | routed length (um)
met5 | 0 | 0
met4 | 0 | 0
met3 | 6.2 | 144
met2 | 40 | 937
met1 | 54 | 1250
[through the flow]
| stage | hold slack, ps | power [mW] |
|---|---|---|
| finish | 501 | 0.961 |
| global route | 522 | 1.04 |
| CTS | 502 | 0.968 |
| detailed placement | 485 | 0.795 |
| global placement | 478 | 0.789 |
| floorplan | 464 | 0.689 |
[final cells by class]
cell class                      instances  area (sq um)  share of cell area (%)
Sequential cell                        22           450                    34.5
Multi-Input combinational cell         88           515                    39.5
Tap cell                              108           135                    10.4
Timing Repair Buffer                   14           135                    10.4
Clock buffer                            4          45.0                    3.45
Inverter                                6          22.5                    1.73
[power breakdown]
part           total (mW)  internal (mW)  switching, mW
Sequential          0.448          0.365         0.0831
Clock               0.173         0.0886         0.0847
Combinational       0.340          0.164          0.175
Total               0.961          0.618          0.343
[cell families after synthesis]
| family | Yosys count | share of synthesized area (%) |
|---|---|---|
| AND-OR/OR-AND | 40 | 23.3 |
| adder cells (fa/ha/maj) | 1 | 1.23 |
| buffers and inverters | 13 | 5.16 |
| flip-flops | 22 | 44.2 |
| multiplexers | 4 | 3.93 |
| AND/OR/NAND/NOR | 43 | 22.1 |
Power figures rest on the tool's default switching activity, not on a simulated workload.
