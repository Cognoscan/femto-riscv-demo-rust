## config.mk

```make
export PLATFORM = sky130hd
export DESIGN_NAME = RiscvFemto
export DESIGN_NICKNAME = RiscvFemto
export VERILOG_FILES = /design/flow/design.v
export SDC_FILE = /design/flow/constraint.sdc
export NUM_CORES = 4
export LEC_CHECK = 1
export CORE_UTILIZATION = 30
export SYNTH_HDL_FRONTEND = slang
```

## constraint.sdc

```tcl
current_design RiscvFemto

set clk_period 34.7
set clk_io_pct 0.2

create_clock -name clk0 -period $clk_period [get_ports {clk}]

set non_clock_inputs [all_inputs -no_clocks]
set_input_delay [expr $clk_period * $clk_io_pct] -clock clk0 $non_clock_inputs
set_output_delay [expr $clk_period * $clk_io_pct] -clock clk0 [all_outputs]
```

## design.v

```verilog
`default_nettype none
module RiscvFemto (
    input var logic clk,
    input var logic rstn,
    input var logic [31:0] memIn,
    output var logic [31:0] memAddr,
    output var logic memRead,
    output var logic [3:0] memWstrb,
    output var logic [31:0] memWrite
);
logic [31:0] instr = '0;
logic [31:0] pc = '0;
logic signed [31:0] regFile [32];
logic signed [31:0] rs1 = '0;
logic signed [31:0] rs2 = '0;
initial begin
    for (int i=0; i<32; i++) regFile[i] = '0;
end
wire isAluReg = (instr[6:0] == 7'b01_100_11);  
wire isAluImm = (instr[6:0] == 7'b00_100_11);  
wire isBranch = (instr[6:0] == 7'b11_000_11);  
wire isJalr   = (instr[6:0] == 7'b11_001_11);  
wire isJal    = (instr[6:0] == 7'b11_011_11);  
wire isAuiPc  = (instr[6:0] == 7'b00_101_11);  
wire isLui    = (instr[6:0] == 7'b01_101_11);  
wire isLoad   = (instr[6:0] == 7'b00_000_11);  
wire isStore  = (instr[6:0] == 7'b01_000_11);  
wire isSystem = (instr[6:0] == 7'b11_100_11);  
wire [4:0] rs1Id = instr[19:15];
wire [4:0] rs2Id = instr[24:20];
wire [4:0] rdId = instr[11:7];
wire [2:0] funct3 = instr[14:12];
wire [6:0] funct7 = instr[31:25];
wire signed [31:0] immU = signed'({instr[31], instr[30:12], 12'b0});
wire signed [31:0] immI = signed'({instr[31], instr[30:20]});
wire signed [31:0] immS = signed'({instr[31], instr[30:25], instr[11:7]});
wire signed [31:0] immB = signed'({instr[31], instr[7], instr[30:25], instr[11:8], 1'b0});
wire signed [31:0] immJ = signed'({instr[31], instr[19:12], instr[20], instr[30:21], 1'b0});
wire signed [31:0] aluIn1 = rs1;
wire signed [31:0] aluIn2 = (isAluReg | isBranch) ? rs2 : immI;
logic signed [31:0] aluOut;
wire aluSubtract = (isAluReg && funct7[5]) || isBranch;
wire signed [32:0] aluAdder = aluSubtract ? (aluIn1-aluIn2) : (aluIn1+aluIn2);
wire aluEq = aluAdder[31:0] == 32'd0;
wire aluLtu = aluIn1[31] ^ aluIn2[31] ^ aluAdder[32];
wire aluLt = aluAdder[32];
logic takeBranch;
wire [4:0] shamt = aluIn2[4:0];
wire [31:0] flipAluIn1;
for (genvar i=0; i<32; i++) assign flipAluIn1[i] = aluIn1[31-i];
wire [31:0] shifterIn = (funct3 == 3'b001) ? flipAluIn1 : aluIn1;
wire [31:0] shifter = signed'({funct7[5]&aluIn1[31], shifterIn}) >>> shamt;
wire [31:0] leftShift;
for (genvar i=0; i<32; i++) assign leftShift[i] = shifter[31-i];
always_comb begin
    case (funct3)
        3'b000: aluOut = aluAdder;
        3'b001: aluOut = leftShift;
        3'b010: aluOut = {31'b0, aluLt};
        3'b011: aluOut = {31'b0, aluLtu};
        3'b100: aluOut = aluIn1 ^ aluIn2;
        3'b101: aluOut = shifter;
        3'b110: aluOut = aluIn1 | aluIn2;
        3'b111: aluOut = aluIn1 & aluIn2;
    endcase
end
always_comb begin
    case(funct3)
        3'b000: takeBranch = aluEq;
        3'b001: takeBranch = !aluEq;
        3'b100: takeBranch = aluLt;
        3'b101: takeBranch = !aluLt;
        3'b110: takeBranch = aluLtu;
        3'b111: takeBranch = !aluLtu;
        default: takeBranch = 1'b0;
    endcase
end
enum {
    ST_FETCH_INSTR,
    ST_WAIT_INSTR,
    ST_FETCH_REGS,
    ST_EXECUTE,
    ST_LOAD,
    ST_WAIT_DATA,
    ST_STORE
} state;
initial state = ST_FETCH_INSTR;
wire [31:0] loadstoreAddr = rs1 + (isStore ? immS : immI);
wire memByteAccess = funct3[1:0] == 2'b00;
wire memHalfwordAccess = funct3[1:0] == 2'b01;
wire [15:0] loadHalfword = loadstoreAddr[1] ? memIn[31:16] : memIn[15:0];
wire [7:0] loadByte = loadstoreAddr[0] ? loadHalfword[15:8] : loadHalfword[7:0];
wire loadSign = !funct3[2] & (memByteAccess ? loadByte[7] : loadHalfword[15]);
wire [31:0] loadData = memByteAccess ? {{24{loadSign}}, loadByte}
    : memHalfwordAccess ? {{16{loadSign}}, loadHalfword}
    : memIn;
assign memWrite[ 7: 0] = rs2[7:0];
assign memWrite[15: 8] = loadstoreAddr[0] ? rs2[7:0] : rs2[15: 8];
assign memWrite[23:16] = loadstoreAddr[1] ? rs2[7:0] : rs2[23:16];
assign memWrite[31:24] = loadstoreAddr[0] ? rs2[7:0]
    : loadstoreAddr[1] ? rs2[15:8] : rs2[31:24];
wire [3:0] storeMask = memByteAccess
    ? (loadstoreAddr[1]
        ? (loadstoreAddr[0] ? 4'b1000 : 4'b0100)
        : (loadstoreAddr[0] ? 4'b0010 : 4'b0001)
    )
    : memHalfwordAccess ? (loadstoreAddr[1] ? 4'b1100 : 4'b0011)
    : 4'b1111;
wire [31:0] pcPlus4 = pc + 4;
wire [31:0] pcPlusImm = pc + (instr[3] ? immJ : instr[4] ? immU : immB);
wire [31:0] nextPC = (isBranch && takeBranch || isJal) ? pcPlusImm
    : isJalr ? {aluAdder[31:1], 1'b0}
    : pcPlus4;
wire [31:0] writeBackData = (isJal || isJalr) ? pcPlus4
    : isLoad ? loadData
    : isLui ? immU
    : isAuiPc ? pcPlusImm
    : aluOut;
wire writeBackEn = (state == ST_EXECUTE && !isBranch && !isStore && !isLoad)
    || (state == ST_WAIT_DATA);
assign memAddr = (state == ST_FETCH_INSTR || state == ST_WAIT_INSTR) ? pc : loadstoreAddr;
assign memRead = state == ST_FETCH_INSTR || state == ST_LOAD;
assign memWstrb = (state == ST_STORE) ? storeMask : '0;
always @(posedge clk) begin
    if (writeBackEn && (rdId != 0)) regFile[rdId] <= writeBackData;
    case(state)
        ST_FETCH_INSTR: state <= ST_WAIT_INSTR;
        ST_WAIT_INSTR: begin
            instr <= memIn;
            state <= ST_FETCH_REGS;
        end
        ST_FETCH_REGS: begin
            rs1 <= regFile[rs1Id];
            rs2 <= regFile[rs2Id];
            state <= ST_EXECUTE;
        end
        ST_EXECUTE: begin
            if (!isSystem) pc <= nextPC;
            state <= isLoad ? ST_LOAD 
                : isStore ? ST_STORE
                : ST_FETCH_INSTR;
        end
        ST_LOAD: state <= ST_WAIT_DATA;
        ST_WAIT_DATA: state <= ST_FETCH_INSTR;
        ST_STORE: state <= ST_FETCH_INSTR;
    endcase
    if (!rstn) begin
        pc <= '0;
        state <= ST_FETCH_INSTR;
    end
end
endmodule
`default_nettype wire
```

## run.sh

```bash
#!/bin/bash
# OpenROAD 26Q1-2900-gdf79404cd8, Yosys 0.63+post, stock flow scripts
make -C /OpenROAD-flow-scripts/flow DESIGN_CONFIG=/design/flow/config.mk WORK_HOME=/design/flow/orfs finish
```

==> flow_metrics.py <==
# Physical implementation metrics
metrics = {
    "cts": {
        "postCtsSetupBuffers": 0,
        "cts_max_level": 3,
        "cts_tree": "yes",
        "clockBufferDepth": 3,
        "clock_latency_ns": 0.77,
        "ctsHoldBuffers": 0,
        "cts_sinks": 1158,
        "clkTransAtPathRegs_ns": 0.07,
        "cts_buffers": 118,
        "cts-root-buf": "clkbuf_16",
        "cts_resized": 0,
    },
    "sta": {
        "setup_viol": 0,
        "fmax_mhz": 71.5,
        "slew_violations": 0,
        "max_slew_margin_pct": 33.3,
        "rsz0062_at_grt": "false",
        "finalHoldViolCount": 0,
        "fin_crit_ns": 13.99,
        "period_used_pct": 40.3,
        "fin_worst_skew_ns": 0.0428,
        "tightest_slew_ns": 0.996,
        "tns_ns": 0,
    },
    "floorplanning": {
        "core_sq_um": 217000,
        "die_h_microns": 469,
        "pin_count": 103,
        "rows": 171,
        "fp_util_pct": 30.2,
        "die-width_microns": 469,
        "die_area_sq_um": 220000,
    },
    "final_layout": {
        "layout.cells.non_filler": 7537,
        "drive_gt1_share_pct": 25.9,
        "syn2layout_area_growth_pct": 14.1,
    },
    "yosys": {
        "synth_warnings": 0,
        "synth_area_sq_um": 65500,
        "edf_count": 1120,
        "ys_cells": 4442,
        "synth_area_per_cell_sq_um": 14.7,
        "synthesis.instances": 4442,
        "synth_top_area_share_pct": 51.4,
        "yosysUniqueCellTypes": 94,
        "synthArstFlopShare_pct": 0,
        "ff_type": "edfxtp_1",
        "topCellsByArea": "edfxtp_1, mux4_2, ha_1",
        "yosys_area_sq_um": 65500,
        "synth.largest_area_cell": "edfxtp_1",
        "ys.flops": 1158,
        "ys_seq_share_pct": 52.5,
    },
    "routing": {
        "vias_per_cell": 5.81,
        "drtPass1Iterations": 5,
        "routed_wl_microns": 247000,
        "antenna_left": 0,
        "route.detailed.drc": 0,
        "drt_iter0_markers": 3381,
        "wl_per_cell_microns": 32.7,
        "vias": 43800,
    },
    "critical_path": {
        "worst-path-max-fanout": 16,
        "crit_type": "flop to output pin",
        "worstSetupEndpointType": "output pin",
        "cp.required_ns": 27.76,
        "startpoint_type": "flop",
        "arrival_ns": 7.05,
    },
    "global_routing": {
        "grt_first_pass_wirelength_microns": 346000,
        "grt_overflow": 0,
        "grt_max_degree": 102,
        "grt_pass1_vias": 45600,
        "grtUsageTotal_pct": 23.8,
        "antenna_found_initial": 9,
    },
    "min_path": {
        "hold_path.class": "flop to flop",
    },
    "placed_design": {
        "place_hpwl_microns": 167000,
        "gp_congestion": 1.02,
        "numPlacedInstances": 7312,
        "portBuffers": 102,
    },
    "status": {
        "status": "complete, no violations",
    },
    "pwr": {
        "ir_drop_mv": 0.0462,
        "p_leak_nw": 24.6,
        "pwr_density_cell_nw_per_um2": 43.9,
    },
    "flow_run": {
        "warnings": 62,
        "drv_cap": 0,
    },
}
-- final cells by class --
type	instances	area (sq um)
antenna	4	10.0
clock buffer	144	3090
clock inverter	77	634
fill	20600	142000
inverter	108	405
multi-input combinational	2887	30000
sequential	1158	34400
tap	2854	3570
timing repair buffer	305	2620
-- final timing paths --
kind / start / to / slack (ns) / cells after the start
worst min-delay path: state[1] / state[5] / 0.46 / 1
worst min register to register: state[1] / state[5] / 0.46 / 1
worst max register to register: instr[3] / pc[29] / 25.70 / 24
worst max-delay path: instr[3] / memAddr[30] / 20.71 / 20
-- cells in the final DEF (no fill, tap or decap), types with 105 or more instances in the layout --
master / instances
mux4_2: 649
a21oi_1: 254
inv_1: 105
o21ai_0: 197
edfxtp_1: 1120
nor2_1: 221
buf_4: 197
clkbuf_16: 120
ha_1: 157
nand2_1: 265
-- stage by stage --
step | hold WS (ns) | setup WS (ns) | total power, mW | util (%) | instance area (sq um)
after global routing | 0.480 | 20.39 | 3.38 | 34.4 | 74700
after CTS | 0.458 | 20.86 | 3.30 | 34.4 | 74700
after detailed placement | 0.447 | 21.70 | 2.06 | 32.7 | 71000
after floorplan | 0.421 | 23.48 | 1.87 | - | 65600
after global placement | 0.439 | 21.60 | 2.06 | 32.7 | 71000
final | 0.457 | 20.71 | 3.28 | 34.4 | 74700
-- routing by layer --
layer | vias to the layer above | part of all wire, % | global-route usage (%)
met3 | 595 | 15 | 14.4
met1 | 21900 | 33 | 26.9
li1 | 18300 | - | -
met5 | - | 0.20 | 0.714
met4 | 19 | 6.3 | 11.5
met2 | 2960 | 46 | 35.9
-- cells in the mapped netlist, drive strengths merged (16+ instances only) --
| library cell | n |
|---|---|
| a211oi | 33 |
| nand2 | 265 |
| o21ai | 229 |
| o221ai | 18 |
| o31ai | 17 |
| ha | 157 |
| xor2 | 47 |
| a31oi | 29 |
| nor2 | 253 |
| and2 | 22 |
| xnor2 | 87 |
| inv | 108 |
| nor3 | 40 |
| a22o | 18 |
| o21a | 23 |
| or3 | 21 |
| dfxtp | 38 |
| edfxtp | 1120 |
| a221oi | 16 |
| o22ai | 16 |
| nand2b | 28 |
| a21oi | 258 |
| mux2i | 107 |
| nor2b | 21 |
| and3 | 33 |
| a21o | 71 |
| mux4 | 649 |
| buf | 97 |
| clkbuf | 223 |
| mux2 | 93 |
| nand3 | 75 |
| o211ai | 27 |
| nor4 | 16 |
-- report_power, final --
| group | internal, mW | switching [mW] | total (mW) | leakage, nW |
|---|---|---|---|---|
| Clock | 0.686 | 0.559 | 1.25 | 1.82 |
| Sequential | 1.57 | 0.0162 | 1.59 | 10.5 |
| Combinational | 0.170 | 0.279 | 0.449 | 12.2 |
-- kinds of logic (layout without fill, tap and decap cells) --
logic type      count (synthesis)  in the layout  synth area share, %
compound gates                874            874                 8.48
xor+xnor                      134            134                 1.80
fa+ha+maj                     160            160                 3.09
buf+inv                       428            634                 2.56
flops                        1158           1158                 52.5
mux                           849            849                 25.6
other cells                     1             36              0.00573
simple gates                  838            838                 5.96
-- flip-flops by register name, indices dropped and copies added, names as in the netlist --
| register | count |
|---|---|
| aluIn1 | 32 |
| instr | 32 |
| rs2 | 32 |
| regFile | 1024 |
| pc | 31 |
| state | 7 |
-- critical path, cell delays in order, from the launching register on --
cell and delay (ns):
edfxtp_1 0.69, or2_2 0.52, or3_1 0.47, nor2_1 0.49, mux2_2 0.27, ha_1 0.16
inv_1 0.06, fa_2 0.38, nor2b_1 0.12, o21ai_0 0.21, a21oi_1 0.27, o21ai_0 0.21
a211oi_1 0.46, o21ai_0 0.25, a211oi_1 0.37, o21ai_0 0.20, a31oi_1 0.29, nor2_1 0.10
nor4_1 0.17, a211o_1 0.15, clkdlybuf4s50_1 0.46
No activity file was given, so power comes from the tool's default toggle rates.
